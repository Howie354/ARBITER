==> /design/flow/design.v <==
module homework #(
    parameter REQ_NUM = 8
) (
    input                  clk,
    input                  rst_n,
    input  [REQ_NUM-1 : 0] valid_in,
    input  [REQ_NUM-1 : 0] data_in,
    input  [REQ_NUM-1 : 0] last_in,
    output [REQ_NUM-1 : 0] ready_in,
    output                  valid_out,
    output                  data_out,
    output                  last_out,
    input                   ready_out
);
wire [REQ_NUM-1 : 0] grants;
localparam ADDR_WD = $clog2(REQ_NUM);
reg                 lock_r;
reg [REQ_NUM-1 : 0] grants_r;
reg [ADDR_WD-1 : 0] grants_idx;
wire change_grants;
wire has_grants;
assign change_grants = valid_out && ready_out && last_out;
assign has_grants = |grants;
always @(posedge clk or negedge rst_n) begin
    if(!rst_n) begin
        lock_r <=  1'b0;
        grants_r <= 'b0;
    end
    else begin
        if(change_grants) begin
            lock_r <=  1'b0;
            grants_r <= 'b0;
        end
        if(has_grants & !lock_r) begin  
            lock_r   <= 1'b1;
            grants_r <= grants;
        end
    end
end
integer idx;
always @(*) begin
    grants_idx = 'b0;
    for(idx = 0; idx < REQ_NUM; idx = idx + 1'b1) begin
        if(grants_r[idx] == 1'b1) begin
            grants_idx = idx;
        end
    end
end
assign ready_in = grants_r & {REQ_NUM{ready_out}};
assign valid_out = valid_in[grants_idx] & grants_r[grants_idx];
assign data_out = data_in[grants_idx];
assign last_out = last_in[grants_idx] & grants_r[grants_idx];
weight_round_robin_arbiter #(.REQ_NUM(REQ_NUM)) u_weight_round_robin_arbiter(
    .clk(clk),
    .rst_n(rst_n),
    .reqs(valid_in),
    .grants(grants)
);
endmodule
module weight_round_robin_arbiter #(
    parameter REQ_NUM = 8
) (
    input                  clk,
    input                  rst_n,
    input [REQ_NUM-1 : 0]  reqs,
    output [REQ_NUM-1 : 0] grants
);
    reg [REQ_NUM-1 : 0]  mask_r;          
    wire has_masked_reqs;
    wire [REQ_NUM-1 : 0] masked_reqs;
    wire [REQ_NUM-1 : 0] masked_grants;
    wire [REQ_NUM-1 : 0] unmasked_grants;
    localparam ADDR_WD = $clog2(REQ_NUM);
    localparam WEIGHT_WD = ADDR_WD + 1'b1;
    reg [WEIGHT_WD-1 : 0] weight_r [REQ_NUM-1 : 0];
    reg [ADDR_WD-1 : 0] grants_idx;
    wire all_weight_zero;
    assign all_weight_zero = ~(|mask_r);
    assign has_masked_reqs = |masked_reqs;
    assign masked_reqs = mask_r & reqs;
    assign masked_grants = masked_reqs & ~(masked_reqs - 1'b1);
    assign unmasked_grants = reqs & ~(reqs - 1'b1);
    assign grants = has_masked_reqs ? masked_grants : unmasked_grants;
    always @(*) begin
      grants_idx = 'b0;
      for(idx = 0; idx < REQ_NUM; idx = idx + 1) begin
          if(grants[idx] == 1'b1) begin
              grants_idx = idx;
          end
      end
    end
    integer idx;
    always @(posedge clk or negedge rst_n) begin
        if(!rst_n) begin
            for(idx = 0; idx < REQ_NUM; idx = idx + 1) begin
                weight_r[idx] <= idx + 1'b1;
            end
            mask_r <= {REQ_NUM{1'b1}};
        end
        else if(all_weight_zero) begin
            for(idx = 0; idx < REQ_NUM; idx = idx + 1) begin
                weight_r[idx] <= idx + 1'b1;
            end
            mask_r <= {REQ_NUM{1'b1}};
        end
        else if(has_masked_reqs) begin
            weight_r[grants_idx] <=  weight_r[grants_idx] - 1'b1;
            mask_r[grants_idx] <= (weight_r[grants_idx] != 1'b1);
        end
    end
endmodule
==> /design/flow/run.sh <==
#!/bin/bash
# OpenROAD 26Q1-2900-gdf79404cd8, Yosys 0.63+post, stock flow scripts
make -C /OpenROAD-flow-scripts/flow DESIGN_CONFIG=/design/flow/config.mk WORK_HOME=/design/flow/orfs finish
==> /design/flow/config.mk <==
export PLATFORM = sky130hd
export DESIGN_NAME = homework
export DESIGN_NICKNAME = homework
export VERILOG_FILES = /design/flow/design.v
export SDC_FILE = /design/flow/constraint.sdc
export NUM_CORES = 4
export LEC_CHECK = 1
export CORE_UTILIZATION = 40
==> /design/flow/constraint.sdc <==
current_design homework

set clk_period 5.3
set clk_io_pct 0.2

create_clock -name clk0 -period $clk_period [get_ports {clk}]

set non_clock_inputs [all_inputs -no_clocks]
set_input_delay [expr $clk_period * $clk_io_pct] -clock clk0 $non_clock_inputs
set_output_delay [expr $clk_period * $clk_io_pct] -clock clk0 [all_outputs]
==> reports/metrics.csv <==
stage,metric,value,unit
timing,setup TNS,0,ns
yosys,Mux cell area share,7.19,%
detailed_routing,wire length per cell,16.3,µm
timing,Fmax,0.196,GHz
flow_run,max-cap violations,0,
yosys,post-synthesis adder-cell area fraction,3.09,%
yosys,ao+oa area frac,25.1,%
yosys,flops out of synthesis,49,
hold_path,worst hold path class,flip-flop to flip-flop,
clock_tree,CTS Buf Count,5,
yosys,"Seq share, synth",38.7,%
floorplanning,Chip Area,0.00846,mm²
yosys,yosys stat cell total,355,
detailed_routing,total routed wirelength,8520,µm
yosys,synthesized cell area,0.00324,mm²
floorplanning,core area,0.00777,mm²
clock_tree,hold buffer count at CTS,0,
critical_path,"most used cell, CP",ha_1,
yosys,xor/xnor share,0.270,%
timing,Final Hold Fails,0,
outcome,status,"finished, final reports clean",
detailed_routing,n_diodes,0,
cells_and_area,logic area,0.00189,mm²
clock_tree,CTS root buf,clkbuf_8,
timing,clk_skew,0.00864,ns
timing,Final setup viols,0,
critical_path,CP max FO,4,
floorplanning,FP Core Util,41.7,%
yosys,YS chip area,0.00324,mm²
floorplanning,Die H,92.0,µm
flow_run,count of tool warnings,30,
detailed_routing,DRC viols,0,
clock_tree,Clock transition at path regs,0.10,ns
clock_tree,Clock Sinks,49,
critical_path,CP bufs+invs,3,
critical_path,critical path type,input port to flip-flop,
cells_and_area,share of layout cells above drive strength 1,22.6,%
critical_path,Worst path slowest cell,or4_1,
global_route,first-pass GRT wire length,14400,µm
detailed_routing,DR vias,2940,
yosys,YS warnings,3,
placement,DPL Wire Length,6350,µm
floorplanning,Core Rows,32,
placement,GPL Wtd Cong,0.941,
global_route,largest net degree at the start of global routing,50,
yosys,Mapped Cells,355,
yosys,Synth cell types,67,
clock_tree,clock latency (worst-skew pair),0.30,ns
critical_path,type of destination of the critical path,flip-flop,
detailed_routing,drt first pass iters,4,
power_and_ir_drop,static leakage,1.72,nW
clock_tree,Longest Clk Path Bufs,2,
yosys,Largest logic family,AND-OR/OR-AND gates,
cells_and_area,register area,0.00125,mm²
detailed_routing,DRT antenna net count,0,
cells_and_area,Area Overhead vs Synth,26.0,%
critical_path,critical path cell sequence,clkdlybuf4s50_1 -> or4_1 -> buf_4 -> a2111oi_1 -> o2111ai_1 -> and2_1 -> ha_1 -> ha_1 -> or4_1 -> o21ai_2 -> a221oi_1 -> mux2i_1 -> or2_1 -> buf_4 -> ha_1 -> and3b_1 -> nor2_2 -> a31o_1,
placement,IO Port Bufs,37,
yosys,Simple-Gate Area Share,21.7,%
power_and_ir_drop,pwr/cell area,686,mW/mm²
power_and_ir_drop,maximum VDD drop,396,µV
yosys,Syn Area/Cell,9.12,µm²
critical_path,kind of cell adding the most delay to the critical path,simple AND/OR/NAND/NOR gates,
global_route,total gr overflow,0,
clock_tree,H-tree depth,2,
detailed_routing,post-DR vias/cell,5.63,
timing,Slew @ Worst Pin,0.840,ns
yosys,asr flop ratio synth,100,%
clock_tree,CTS tree,done,
timing,unrepaired setup endpoints after global routing,no,
detailed_routing,Detailed Route Iter0 Violations,192,
timing,Tcrit/Tclk final,96.1,%
critical_path,CP required,5.54,ns
global_route,initial antenna violation count,0,
global_route,Total GRT Usage,21.9,%
critical_path,CP Data Arrival Time,5.33,ns
critical_path,crit start category,input port,
floorplanning,Die Width,92.0,µm
cells_and_area,Fillers,713,
global_route,vias in the first global route,2887,
floorplanning,Top Ports,38,
timing,fin crit period,5.09,ns
power_and_ir_drop,PnR Total Power,2.80,mW
critical_path,CP max stage delay,0.56,ns
yosys,number of enable flip-flop cells,0,
timing,max_slew headroom,44.0,%
yosys,Commonest flop,dfrtp_1,
timing,Slew Limit Fails,0,
[flip-flops by register name, summed over array words and instances (netlist names)]
name and count:
grants_r 8, lock_r 1, u_weight_round_robin_arbiter.mask_r 8, u_weight_round_robin_arbiter.weight_r 32
[path summary, 6_finish.rpt]
check                                                             from                                     endpoint  slack (ns)  depth (start not counted)
hold reg to reg            u_weight_round_robin_arbiter.weight_r[2][1]  u_weight_round_robin_arbiter.weight_r[2][1]        0.49                          2
setup / recovery                                           valid_in[3]       u_weight_round_robin_arbiter.mask_r[3]        0.21                         18
max in group asynchronous                                        rst_n  u_weight_round_robin_arbiter.weight_r[6][3]        4.02                          2
setup reg to reg                u_weight_round_robin_arbiter.mask_r[1]       u_weight_round_robin_arbiter.mask_r[3]        1.16                         18
min in group asynchronous                                        rst_n                                  grants_r[0]        0.85                          2
hold / removal             u_weight_round_robin_arbiter.weight_r[2][1]  u_weight_round_robin_arbiter.weight_r[2][1]        0.49                          2
[cell usage after synthesis (all sizes together) (4+ instances only)]
library cell / n / area, µm²
ha: 8 / 100
a211oi: 10 / 85.1
dfrtp: 28 / 701
nor4: 5 / 37.5
nor3: 7 / 40.0
a222oi: 5 / 50.1
and2: 22 / 144
a31oi: 12 / 75.1
clkbuf: 15 / 56.3
inv: 7 / 26.3
a21oi: 12 / 60.1
nand3: 13 / 77.6
a221oi: 4 / 35.0
o21ai: 17 / 85.1
nand2: 54 / 203
o211ai: 10 / 75.1
nor2: 25 / 104
a22oi: 5 / 37.5
buf: 6 / 46.3
a21o: 5 / 38.8
dfstp: 21 / 552
mux2i: 21 / 210
[stage by stage]
stage               instance area, µm²  cells  hold WS, ns  util, %  worst slack [ns]
floorplan                         3250    355        0.462        -            0.0472
global route                      4080    522        0.524     52.5            0.0262
CTS                               4050    521        0.497     52.2             0.144
global placement                  3940    513        0.477     50.7           -0.0684
detailed placement                3940    513        0.482     50.7            -0.160
finish                            4080    522        0.493     52.5             0.206
[logic make-up after synthesis]
kind of cell / count (synthesis)
xor+xnor: 1
simple gates: 139
buf+inv: 28
mux: 23
fa+ha+maj: 8
flops: 49
compound gates: 107
[report_power, final]
group	total (mW)	internal [mW]	switching, mW
clock network	0.268	0.141	0.127
registers	0.754	0.606	0.148
logic	1.78	0.861	0.915
[repair_timing]
item	in CTS	in global routing
buffers inserted	0	1
setup endpoints to repair	0	8
resized	0	4
[layer usage]
metal | track usage [%] | wire [µm] | vias up
met2 | 33.8 | 3800 | 97
met3 | 2.53 | 460 | 4
met5 | 0 | 0 | -
met1 | 35.6 | 4210 | 1381
li1 | - | - | 1458
met4 | 1.69 | 46 | 0
[area by class of cell]
type | instances | area share, %
clock inverter | 3 | 1.07
timing repair buffer | 78 | 16.6
clock buffer | 5 | 1.69
inverter | 7 | 0.644
sequential | 49 | 30.7
multi-input combinational | 278 | 46.2
tap | 102 | 3.13
[cells in the final DEF (no fill, tap or decap), types with 2 or more instances in the layout]
cell | netlist | final
nor4_1 | 4 | 4
a211oi_2 | 2 | 2
nor2b_1 | 3 | 3
a211oi_1 | 8 | 8
nor3_1 | 6 | 6
a222oi_1 | 5 | 5
buf_4 | 1 | 41
o211ai_1 | 10 | 10
o2bb2ai_1 | 3 | 3
a31oi_1 | 12 | 12
clkdlybuf4s50_1 | 0 | 35
nor2_1 | 23 | 23
o21ai_0 | 14 | 13
ha_1 | 8 | 8
o31ai_2 | 1 | 2
nand2_1 | 54 | 54
clkbuf_8 | 0 | 5
and2_1 | 19 | 19
mux2i_1 | 21 | 21
o311a_1 | 2 | 2
and3_1 | 2 | 2
inv_2 | 2 | 2
a21oi_1 | 12 | 12
nand3_1 | 12 | 12
a41oi_1 | 2 | 2
mux2_2 | 2 | 2
o21a_1 | 2 | 2
a22oi_1 | 5 | 5
or4_1 | 2 | 2
a21o_1 | 4 | 4
dfstp_2 | 21 | 21
and2_4 | 2 | 2
dfrtp_1 | 28 | 28
inv_1 | 5 | 5
o21ai_1 | 3 | 3
a221oi_1 | 4 | 4
[tightest hold or removal path, stage by stage, from the launching register on]
cell and delay (ns):
dfstp_2 0.38, nand2_1 0.05, nand3_1 0.07
No activity file was given, so power comes from the tool's default toggle rates.
