File: run.sh
#!/bin/bash
# OpenROAD 26Q1-2900-gdf79404cd8, Yosys 0.63+post, stock flow scripts
make -C /OpenROAD-flow-scripts/flow DESIGN_CONFIG=/design/flow/config.mk WORK_HOME=/design/flow/orfs finish
File: config.mk
export PLATFORM = sky130hd
export DESIGN_NAME = round_robin_arbiter_base
export DESIGN_NICKNAME = round_robin_arbiter_base
export VERILOG_FILES = /design/flow/design.v
export SDC_FILE = /design/flow/constraint.sdc
export NUM_CORES = 4
export LEC_CHECK = 1
export CORE_AREA = 10 10 70 70
export DIE_AREA = 0 0 80 80
File: constraint.sdc
current_design round_robin_arbiter_base

set clk_period 3.4
set clk_io_pct 0.2

create_clock -name clk0 -period $clk_period [get_ports {clk}]

set non_clock_inputs [all_inputs -no_clocks]
set_input_delay [expr $clk_period * $clk_io_pct] -clock clk0 $non_clock_inputs
set_output_delay [expr $clk_period * $clk_io_pct] -clock clk0 [all_outputs]
File: design.v
module round_robin_arbiter_base #(
    parameter REQ_NUM = 8
) (
    input                  clk,
    input                  rst_n,
    input [REQ_NUM-1 : 0]  reqs,
    output [REQ_NUM-1 : 0] grants
);
    reg [REQ_NUM-1 : 0]  mask;          
    wire has_masked_reqs;
    wire [REQ_NUM-1 : 0] masked_reqs;
    wire [REQ_NUM-1 : 0] masked_grants;
    wire [REQ_NUM-1 : 0] unmasked_grants;
    assign has_masked_reqs = |masked_reqs;
    assign masked_reqs = mask & reqs;
    assign masked_grants = masked_reqs & ~(masked_reqs - 1'b1);
    assign unmasked_grants = reqs & ~(reqs - 1'b1);
    assign grants = has_masked_reqs ? masked_grants : unmasked_grants;
    always @(posedge clk or negedge rst_n) begin
        if(~rst_n) begin
            mask <= {REQ_NUM{1'b1}};   
        end
        else if(~(|mask)) begin
            mask <= {REQ_NUM{1'b1}};
        end
        else if(has_masked_reqs) begin
            mask <= ~(grants|(grants-1'b1));
        end
    end
endmodule
==> CHANGELOG.md <==
## Implementation

* Largest net degree at the start of global routing at 9
* WS Path Type: primary input to output port
* Slew Limit Fails at 0
* Syn Std Cell Area at 542 sq um
* Cell Rows at 21
* Yosys chip area at 542 sq um
* Final period util at 0.951
* Layout cells sized above 1 at 0.233
* Slew margin rel. at 0.748
* Ys cells at 60
* DP HPWL at 1.22 mm
* CP max-delay cell: clkdlybuf4s50_1
* Root buffer cell: clkbuf_4
* Die ar. at 6400 sq um
* Skew-Pair Late Insertion Delay at 0.25 ns
* CP startpoint kind: primary input
* Mapped Cells at 60
* DR vias/cell at 4.30
* Status: finished clean
* # diodes at 0
* Hold_ws at 0.558 ns
* Crit path capture type: output port
* 1st-pass router iterations at 4
* Hold crit path type: flop to flop
* Most frequent cells in the layout: clkdlybuf4s50_1 (17), dfstp_2 (8), nor2_1 (7), buf_4 (7), nand2_1 (6)
* Slowest stage delay, CP at 0.49 ns
* Longest Clk Path Bufs at 2
* Ports at 18
* Worst EP arrival at 2.55 ns
* Worst EP required at 2.72 ns
* Largest regs: mask (8)
* TNS Setup at 0 ns
* VDD IR max at 0.128 mV
* GRT Residual Overflow at 0
* OpenROAD warnings at 25
* Pleak at 0.374 nW
* Final Critical Period at 3.23 ns
* Number of flip-flops in the largest register at 8
* Wire length per cell at 11.2 um
* Synth warnings at 1
* Final non-filler cell total at 132
* Post-CTS sizing at 0
* Register name with the most flops: mask
* Cells after DPL at 129
* RSZ-0062 raised after global routing: false
* Global placement routability congestion at 0.838
* Hold_buf cts at 0
* All-Layer GR Usage at 0.0468
* Maximum fanout along the worst path at 6
* Via count at 567
* Placed inst area at 815 sq um
* Port Buffer Count at 17
* Buf/Inv on CP at 2
* Die Y-Extent at 80 um
* Vias in the first global route at 577
* Final Power at 599 uW
* CP Cell Sequence: clkdlybuf4s50_1 > a222oi_1 > and3_1 > a41o_1 > clkdlybuf4s50_1
* FF-to-FF setup slack at 1.84 ns
* Antenna Violating Nets Remaining at 0
* Unique masters post-synth at 26
* CTS buffer count at 3
* CP dominant cell by count: clkdlybuf4s50_1
* Initial Util at 0.159
* Dominant logic cell type in the layout: clkdlybuf4s50_1
* CTS tree: built
* DRT iter0 DRCs at 48
* Syn-to-layout area delta at 54.5%
* Die X-Extent at 80 um
* Core area at 3420 sq um
* Total number of H-tree levels at 1
* Count of final hold-check violations at 0
* Synth flops at 8
* DRT Wirelength at 1.48 mm
* Post-synth seq share at 0.388
* Worst slew pin tran at 0.377 ns
* # setup viols final at 0
* Worst-path clk slew at 0.05 ns
* Initial antenna violation count at 0
* Final instance area at 837 sq um
* Clock sinks at 8
* Post-CTS setup buffer count at 0
* Max Clk Rate at 309 MHz
* First-pass GRT wire length at 2.56 mm
* Setup skew after layout at 0.00432 ns
* Syn Area/Cell at 9.03 sq um
* Power density over cell area at 716 nW/um^2
* Drt drc at 0
* Delay-heaviest family, CP: buffers and inverters
* Max-cap viol count at 0
-- stage by stage --
step           utilization  worst slack, ns
2_1_floorplan            -            0.815
6_report             0.245            0.168
4_1_cts              0.245            0.150
3_3_place_gp         0.238            0.149
5_1_grt              0.245          0.00462
3_5_place_dp         0.238            0.166
-- cells in the mapped netlist --
master | instances | share of area
a211o_1 | 4 | 0.065
a21bo_2 | 1 | 0.018
a21o_1 | 2 | 0.028
a21oi_1 | 3 | 0.028
a221o_1 | 2 | 0.037
a222oi_1 | 2 | 0.037
a22o_1 | 3 | 0.049
a22oi_1 | 1 | 0.014
a31o_2 | 1 | 0.016
a31oi_1 | 1 | 0.012
a41o_1 | 1 | 0.018
and3_1 | 2 | 0.023
and4_1 | 1 | 0.016
buf_4 | 1 | 0.014
dfstp_2 | 8 | 0.39
inv_1 | 3 | 0.021
nand2_1 | 6 | 0.042
nand3_1 | 3 | 0.028
nand4_1 | 1 | 0.012
nor2_1 | 7 | 0.049
nor3_1 | 1 | 0.0092
o211a_1 | 1 | 0.018
o21a_1 | 1 | 0.014
o21ai_0 | 1 | 0.0092
o21ai_1 | 1 | 0.0092
or4_1 | 2 | 0.028
-- worst register-to-register path, cell delays in order (launching register included) --
cell and delay [ns]:
dfstp_2 0.39, a222oi_1 0.41, and3_1 0.36, buf_4 0.20
a221o_1 0.15
-- area by class of cell --
| type | count | area, sq um |
|---|---|---|
| tap | 46 | 57.6 |
| clock buffer | 3 | 22.5 |
| sequential | 8 | 210 |
| multi-input combinational | 48 | 313 |
| fill | 364 | 2580 |
| inverter | 3 | 11.3 |
| timing repair buffer | 24 | 223 |
-- metal layers --
metal / vias up / track usage / part of all wire
li1: 293 / - / -
met1: 263 / 0.0582 / 0.44
met2: 9 / 0.0803 / 0.50
met3: 2 / 0.0114 / 0.050
met4: 0 / 0.00880 / 0.0074
met5: - / 0 / 0
-- worst paths after layout --
path / start / cells past startpoint / end
min: mask[0] / 1 / mask[0]
max in group asynchronous: rst_n / 1 / mask[1]
min reg2reg: mask[0] / 1 / mask[0]
max reg2reg: mask[1] / 4 / mask[4]
min in group asynchronous: rst_n / 1 / mask[3]
max: reqs[5] / 5 / grants[4]
-- logic make-up (layout without fill, tap and decap cells) --
| logic type | count (synthesis) | after routing | synth area share |
|---|---|---|---|
| flip-flops | 8 | 8 | 0.388 |
| AND-OR/OR-AND | 25 | 25 | 0.372 |
| buffers and inverters | 4 | 30 | 0.0346 |
| AND/OR/NAND/NOR | 23 | 23 | 0.206 |
-- power breakdown --
group | internal (mW) | switching, mW
Clock | 0.0402 | 0.0295
Sequential | 0.166 | 0.0489
Combinational | 0.186 | 0.128
Power is estimated from default activity; no workload was simulated.
